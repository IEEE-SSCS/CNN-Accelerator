===== ./design.v =====
module Add
  #(parameter width=8)(
  input [width-1:0] a, b,
  output [width-1:0] c
  );
  assign c = a+b;
endmodule
module Mul
  #(parameter width=8)(
  input [width-1:0] a, b,
  output [width-1:0] c
  );
  reg [(2*width)-1:0] mul;   
  assign mul = a*b;
  assign c = mul[11:4];      
endmodule
module PE
  #(parameter width=8)(
  input clk_in, nrst_in, ctrl_in,
  input [width-1:0] weight_in, feature_in, partial_sum_in,
  output [width-1:0] partial_sum_out, feature_out
  );
  wire [width-1:0] partial_sum_w;  
  wire [width-1:0] mul_w;          
  reg  [width-1:0] weight_reg;     
  assign feature_out = feature_in;
  assign partial_sum_out = (ctrl_in)? weight_reg : partial_sum_w;  
  Mul u1(weight_reg,feature_in,mul_w);
  Add u2(partial_sum_in,mul_w,partial_sum_w);
  always@(posedge clk_in, negedge nrst_in)
  begin
    if(!nrst_in)
      weight_reg <= 0;
    else
      weight_reg <= weight_in;
  end
endmodule

===== ./run.sh =====
#!/bin/bash
# OpenROAD 26Q1-2900-gdf79404cd8, Yosys 0.63+post, stock flow scripts
make -C /OpenROAD-flow-scripts/flow DESIGN_CONFIG=/design/flow/config.mk WORK_HOME=/design/flow/orfs finish

===== ./config.mk =====
export PLATFORM = sky130hd
export DESIGN_NAME = PE
export DESIGN_NICKNAME = PE
export VERILOG_FILES = /design/flow/design.v
export SDC_FILE = /design/flow/constraint.sdc
export NUM_CORES = 4
export LEC_CHECK = 1
export CORE_UTILIZATION = 50

===== ./constraint.sdc =====
current_design PE

set clk_period 13.9
set clk_io_pct 0.2

create_clock -name clk0 -period $clk_period [get_ports {clk_in}]

set non_clock_inputs [all_inputs -no_clocks]
set_input_delay [expr $clk_period * $clk_io_pct] -clock clk0 $non_clock_inputs
set_output_delay [expr $clk_period * $clk_io_pct] -clock clk0 [all_outputs]

==> flow_metrics.env <==
# physical design summary
export IMPL_worst_setup_path_start_kind="primary input"
export IMPL_cts_max_level=1
export IMPL_fin_setup_tns_ps=0
export IMPL_worst_pin_slew_ps=433
export IMPL_clock_sinks=8
export IMPL_cts_tree="done"
export IMPL_synth_cells=245
export IMPL_yosysUniqueCellTypes=28
export IMPL_ctsHoldBuffers=0
export IMPL_ys_area_um2=2200
export IMPL_worst_ep_arrival_time_ps=8800
export IMPL_largest_register_ff_count=8
export IMPL_warnings=27
export IMPL_grt_pass1_wl_mm=7.36
export IMPL_drc=0
export IMPL_cts_buffer_depth=2
export IMPL_syn_avg_cell_area_um2=8.99
export IMPL_die_w_um=68.4
export IMPL_netlist_area_um2=2200
export IMPL_cts_made_buffers=3
export IMPL_ctsResizeCount=0
export IMPL_p_per_area_nw_per_um2=167
export IMPL_chipArea_um2=4680
export IMPL_hold_class="in -> async"
export IMPL_endpoint_kind="output pin"
export IMPL_routed_wl_mm=4.17
export IMPL_wl_per_cell_um=12.6
export IMPL_grt_pass1_vias=1685
export IMPL_grt_setup_unrepaired="false"
export IMPL_gp_congestion=0.852
export IMPL_critPathKind="in -> out"
export IMPL_ant_nets=0
export IMPL_fp_dieH_um=68.4
export IMPL_dr_wl_met2_mm=1.99
export IMPL_cts_root_buf="clkbuf_8"
export IMPL_fin_crit_sh_pct=83.3
export IMPL_fill_cells=370
export IMPL_finalHoldViolCount=0
export IMPL_power_uw=444
export IMPL_wl_met3_um=184
export IMPL_dpl_hpwl_mm=3.52
export IMPL_grt_max_degree=14
export IMPL_drv_slew=0
export IMPL_min_period_ps=11580
export IMPL_antenna_found_initial=0
export IMPL_timing_critical_path_fanout_max=8
export IMPL_vias=1623
export IMPL_port_buffers=42
export IMPL_ys_ff=8
export IMPL_routed_top_layer="met3"
export IMPL_slew_headroom_pct=71.0
export IMPL_num_io_pins=43
export IMPL_status="complete, no violations"
export IMPL_cts_setup_buffers=0
export IMPL_cap_violations=0
export IMPL_row_count=23
export IMPL_leakagePower_uw=0.00129
export IMPL_dr_pass1_iters=4
export IMPL_vias_per_cell=4.90
export IMPL_syn_to_final_growth_pct=20.9
export IMPL_n_antenna_cell=0
export IMPL_yosysSeqAreaShare_pct=9.09
export IMPL_initCoreUtil_pct=53.5
export IMPL_overflow=0
export IMPL_layout_top_cells="47 x inv_1, 42 x clkdlybuf4s50_1, 40 x and2_1, 32 x fa_1, 28 x ha_1"
export IMPL_drt_initial_drc_count=28
export IMPL_ys_warn_count=2
export IMPL_critPathRequiredTime_ps=11120
export IMPL_met1Wirelength_mm=1.99
export IMPL_lay_top_count="inv_1"
export IMPL_core_area_um2=4120
export IMPL_clock_fmax_mhz=86.4
export IMPL_track_usage_pct=22.3
export IMPL_drive_gt1_share_pct=2.14
export IMPL_yosysCellCount=245
export IMPL_clkTransAtPathRegs_ps=40
export IMPL_vdd_ir_drop_max_uv=85.6
export IMPL_setup_viol=0
cell families after synthesis:
family	synth area share, %
buffers and inverters	10.9
AOI/OAI and AO/OA	7.95
xor gates and xnor gates	8.57
DFF	9.09
and+or+nand+nor	17.0
adders and majority gates	45.0
muxes	1.53
worst max path at each step:
stage / endpoint / from / slack (ps)
5_1_grt: partial_sum_out[7] / feature_in[4] / 1900
6_report: partial_sum_out[7] / feature_in[5] / 2320
4_1_cts: partial_sum_out[7] / feature_in[5] / 2300
report_power, final:
| group | switching [µW] | internal, µW | leakage [µW] |
|---|---|---|---|
| combinational | 175 | 215 | 0.00117 |
| clock | 7.75 | 18.6 | 0.0000216 |
| sequential | 3.07 | 24.6 | 0.0000932 |
through the flow:
stage / hold slack, ps / cell area, µm² / utilization (%) / worst slack (ps) / std cells
global placement: 3070 / 2620 / 63.7 / 2370 / 328
floorplan: 2480 / 2200 / - / 3560 / 245
global route: 2860 / 2660 / 64.7 / 1900 / 331
CTS: 2840 / 2660 / 64.7 / 2300 / 331
finish: 2830 / 2660 / 64.7 / 2320 / 331
detailed placement: 3080 / 2620 / 63.7 / 2310 / 328
per-layer routing:
metal	vias up	GRT usage [%]
li1	828	-
met1	756	33.9
met2	39	37.3
met3	0	3.38
met4	0	1.04
met5	-	0
cell usage after synthesis:
cell,instances,area (µm²)
mux2_2,3,33.8
o21ai_1,3,15.0
buf_4,8,60.1
a211oi_1,2,15.0
o22ai_1,1,6.26
or4_1,1,7.51
inv_1,47,176
and2_1,40,250
nand2_1,22,82.6
nand2b_1,1,6.26
o21bai_1,3,22.5
xnor2_1,15,131
and4b_1,1,10.0
nor2_1,2,7.51
o31ai_1,1,7.51
ha_1,28,350
a21oi_1,8,40.0
clkbuf_1,1,3.75
dfrtp_1,8,200
nand3_1,1,5.00
nor3_1,1,5.00
a31o_1,1,8.76
a21o_1,3,22.5
fa_1,32,641
xnor3_1,1,22.5
xor2_1,4,35.0
o21ai_0,6,30.0
o21a_1,1,7.51
worst max-delay path: stages:
cell             delay (ps)
clkdlybuf4s50_1         630
nand2_1                 110
fa_1                    470
fa_1                    540
inv_1                    50
fa_1                    520
inv_1                    50
fa_1                    520
inv_1                    40
ha_1                    330
a21o_1                  190
a21oi_1                 170
o21a_1                  180
xnor2_1                  90
ha_1                    220
or4_1                   480
o22ai_1                 150
xnor3_1                 430
xor2_1                  170
mux2_2                  260
clkdlybuf4s50_1         400
final cells by class:
class / instances / area [µm²] / area share (%)
Clock buffer: 3 / 41.3 / 1.55
Inverter: 47 / 176 / 6.62
Multi-Input combinational cell: 181 / 1760 / 66.2
Sequential cell: 8 / 200 / 7.52
Tap cell: 50 / 62.6 / 2.35
Timing Repair Buffer: 42 / 420 / 15.8
Power figures rest on the tool's default switching activity, not on a simulated workload.
