--- /design/flow/config.mk ---
export PLATFORM = sky130hd
export DESIGN_NAME = fifo
export DESIGN_NICKNAME = fifo
export VERILOG_FILES = /design/flow/design.v
export SDC_FILE = /design/flow/constraint.sdc
export NUM_CORES = 4
export LEC_CHECK = 1
export CORE_UTILIZATION = 30
--- /design/flow/constraint.sdc ---
current_design fifo

set clk_period 2.6
set clk_io_pct 0.2

create_clock -name clk0 -period $clk_period [get_ports {r_clk_i}]
create_clock -name clk1 -period $clk_period [get_ports {w_clk_i}]

set non_clock_inputs [all_inputs -no_clocks]
set_input_delay [expr $clk_period * $clk_io_pct] -clock clk0 $non_clock_inputs
set_output_delay [expr $clk_period * $clk_io_pct] -clock clk0 [all_outputs]
--- /design/flow/design.v ---
module fifo #(
    parameter Width = 8,
    parameter Depth = 8,
    localparam Address = $clog2(Depth)
)(
    input logic r_clk_i,     
    input logic w_clk_i,     
    input logic r_nrst_i,    
    input logic w_nrst_i,    
    input logic read_i,
    input logic write_i,
    input logic  [Width-1 : 0] w_data_i,
    output logic [Width-1 : 0] r_data_o,
    output logic               full_flag_o,
    output logic               empty_flag_o
);
    logic [Address-1 : 0] write_address;
    logic [Address-1 : 0] read_address; 
    logic [Address : 0] write_pointer;
    logic [Address : 0] read_pointer;
    logic [Address : 0] synced_write_pointer;
    logic [Address : 0] synced_read_pointer;
    fifomem #(
        .DWidth    (Width),
        .Depth     (Depth)
    ) mem (
        .clk_i     (w_clk_i),
        .w_en_i    (write_i),
        .w_data_i  (w_data_i),
        .w_addr_i  (write_address),
        .r_addr_i   (read_address),
        .r_data_o   (r_data_o)
    );
    pointer #(
        .ReadWrite           (1),
        .CounterStyle        (1),
        .Address             (Address)
    ) read_ctr (
        .clk_i               (r_clk_i),
        .nrst_i              (r_nrst_i),
        .inc_i               (read_i),
        .synced_pointer_i    (synced_write_pointer),
        .full_empty_o        (empty_flag_o),
        .address_o           (read_address),
        .pointer_o           (read_pointer)
    );
    pointer #(
        .ReadWrite           (0),
        .CounterStyle        (1),
        .Address             (Address)
    ) Write_cttr (
        .clk_i               (w_clk_i),
        .nrst_i              (w_nrst_i),
        .inc_i               (write_i),
        .synced_pointer_i    (synced_read_pointer),
        .full_empty_o        (full_flag_o),
        .address_o           (write_address),
        .pointer_o           (write_pointer)
    );
    sync #(
        .Width     (Address + 1)
    ) read_to_write (
        .clk_i     (w_clk_i),
        .nrst_i    (w_nrst_i),
        .input_i   (read_pointer),
        .output_o  (synced_read_pointer)
    );
    sync #(
        .Width     (Address + 1)
    ) write_to_read (
        .clk_i     (r_clk_i),
        .nrst_i    (r_nrst_i),
        .input_i   (write_pointer),
        .output_o  (synced_write_pointer)
    );
endmodule
module counter_1 #(parameter Width = 3)(
    input logic clk_i, nrst_i,
    input logic inc_i, full_empty_i,
    output logic [Width-1 : 0] bin_count_o,
    output logic [Width-1 : 0] gray_count_o,
    output logic msb_o
);
    logic [Width : 0] bnext;
    logic [Width : 0] gnext;
    logic [Width : 0] bin;
    logic             msbnext;
    logic [Width : 0] bin_count_q;
    logic [Width : 0] gray_count_q;
    logic             msb_q;
    assign bnext   = bin + (inc_i & !full_empty_i);
    assign msbnext = gnext[Width] ^ gnext[Width-1];
    always_comb begin
        bin[Width] = gray_count_q[Width];
        for (int i = Width; i >= 0; i--) begin
            bin[i-1] = bin[i] ^ gray_count_q[i-1];
        end
    end
    always_comb begin
        gnext[Width] = bnext[Width];
        for (int i = Width; i >= 0; i--)begin
              gnext[i-1] = bnext[i] ^ bnext[i-1];
        end
    end
    always_ff @(posedge clk_i, negedge nrst_i) begin
        if(!nrst_i) begin
            msb_q        <= 0;
            gray_count_q <= 0; 
            bin_count_q  <= 0;
        end else begin
            bin_count_q  <= bnext;
            gray_count_q <= gnext;
            msb_q        <= msbnext;
        end
    end
    assign bin_count_o  = bin_count_q[Width-1 : 0];
    assign gray_count_o = {msb_q, gray_count_q[Width-2:0]};
    assign msb_o        = gray_count_q[Width];
endmodule 
module fifomem #(
    parameter DWidth  = 8,
    parameter Depth   = 8, 
    localparam AWidth = $clog2(Depth) 
)(
    input  logic clk_i, w_en_i,
    input  logic [DWidth-1 : 0] w_data_i,
    input  logic [AWidth-1 : 0] w_addr_i, 
    input  logic [AWidth-1 : 0] r_addr_i, 
    output logic [DWidth-1:0] r_data_o
);
    logic [DWidth-1 : 0] mem [Depth];
    assign r_data_o = mem[r_addr_i];
    always_ff @(posedge clk_i) begin
        if (w_en_i) mem[w_addr_i] <= w_data_i;
    end
endmodule : fifomem
module pointer #(
    parameter ReadWrite = 1,
    parameter CounterStyle = 1,
    parameter Address = 3
)(
    input logic clk_i, nrst_i,
    input logic inc_i,
    input logic [Address : 0] synced_pointer_i,
    output logic full_empty_o,
    output logic [Address-1 : 0] address_o,
    output logic [Address   : 0] pointer_o
);
    if (CounterStyle == 1) begin
        counter_1 #(
            .Width           (Address)
        ) u_counter_1 (
            .clk_i           (clk_i),
            .nrst_i          (nrst_i),
            .inc_i           (inc_i),
            .full_empty_i    (full_empty_o),
            .bin_count_o     (address_o),
            .gray_count_o    (pointer_o[Address-1 : 0]),
            .msb_o           (pointer_o[Address])
        );
    end else begin
    end
    if (ReadWrite == 1) begin 
        logic empty;
        assign empty = pointer_o == synced_pointer_i;
        always_ff @(posedge clk_i, negedge nrst_i)
            if (!nrst_i) full_empty_o <= 1;
            else full_empty_o <= empty;
    end else begin   
        logic full;
        assign full = (pointer_o [Address : Address-1] != synced_pointer_i [Address : Address-1]) &
                    (pointer_o [Address-2 : 0] == synced_pointer_i [Address-2 : 0]);
        always_ff @(posedge clk_i or negedge nrst_i)
            if (!nrst_i) full_empty_o <= 0;
            else full_empty_o <= full;
    end
endmodule : pointer
module sync #(parameter Width = 3)(
    input  logic clk_i, nrst_i,
    input  logic [Width-1 : 0] input_i,
    output logic [Width-1 : 0] output_o
);
    logic [Width-1 : 0] input2;
    always_ff @(posedge clk_i ,negedge nrst_i) begin
        if (!nrst_i) {output_o, input2} <= 0;
        else {input2, output_o} <= {input_i, input2}; 
    end 
endmodule 
--- /design/flow/run.sh ---
#!/bin/bash
# OpenROAD 26Q1-2900-gdf79404cd8, Yosys 0.63+post, stock flow scripts
make -C /OpenROAD-flow-scripts/flow DESIGN_CONFIG=/design/flow/config.mk WORK_HOME=/design/flow/orfs finish
==> metrics.cfg <==
[run_status]
status = finished, final reports clean

[drt]
wirelength_um = 5960
via_per_inst = 4.54
ant_nets = 0
drc_errors = 0
detail_route.first_pass.iterations = 6
n_antenna_cell = 0
avgRoutedWirePerCell_um = 16.1
drtIter0Drc = 79
num_vias = 1684

[pwr]
p_sw_frac = 0.255
power_frac_seq = 0.395
vdd_drop_max_mv = 1.03
leakage_uw = 0.00167
internal_power_uw = 4340
power.density_nw_per_um2 = 1270
p_sw_uw = 1490
combPwrFrac = 0.314
clkPwrFrac = 0.290

[yosys]
yosys_cells = 178
yosysUniqueCellTypes = 24
topCellsByArea = edfxtp_1 52%, dfrtp_1 21%, mux4_1 11%, mux2_2 4.3%, xnor2_1 1.9%
edf_count = 64
ys_ff = 96
ys_async_sr_fraction = 0.333
yosysTopAreaCell = edfxtp_1
synth.avg_cell_area_um2 = 20.8
ys_warn_count = 11
syn-cell-area_um2 = 3710
ff_type = edfxtp_1
syn_inst = 178
postSynthSeqShare = 0.735
top_cell_area_share = 0.518
ys_area_um2 = 3710

[setup_path]
critPathMaxStageDelay_ps = 540
critPathRequiredTime_ps = 2080
path_cells = buf_12 > mux4_1 > mux2_2 > clkdlybuf4s50_1
slowest_stage = mux4_1
crit_fanout = 8
cp_data_arrival_time_ps = 2040
r2r_cells = 5
start_kind = register
cp-end-kind = output port
crit_type = register to output port

[floorplan]
die-height_um = 113
fp_util = 0.309
ios = 24
core_area_um2 = 12000
die_x_um = 113
rows = 40
die-area_um2 = 12800

[worst_hold_path]
hold-path-cell-count = 0
hold_path.class = register to register

[final_timing]
maxSlewHeadroom = 0.536
finalSetupViolations = 0
rsz0062_at_grt = yes
worst_clock_skew_ps = 3.93
slew_violations = 0
finalHoldViolCount = 0
worst_pin_slew_ps = 693

[placed_design]
dpl.hpwl_um = 3510
gp_congestion = 0.720
io_buffers = 22
place_area_um2 = 4150

[clocking]
cts.sinks = 96
hold_buffers = 0
cts_tree = built
cts.clk_slew.worst_paths_ps = 50

[run]
drv_cap = 0
warnings = 27

[finish]
drive_above_1_share = 0.250
nFillCells = 1089
regArea_um2 = 2730
multiInputGateArea_um2 = 898
area_growth_pct = 23.5
design_area_um2 = 4580
fin_util = 0.381

[global_routing]
grtUsageTotal = 0.104
grt_overflow = 0
grt_pass1_wl_um = 9480
antenna_found_initial = 0
grt_pass1_vias = 1807
grt_max_degree = 19

-- cell type report --
cell class | count | area share
clock buffers | 13 | 0.0664
flip-flops and latches | 96 | 0.595
clock inverters | 6 | 0.0254
inverters | 2 | 0.00164
multi-input cells | 73 | 0.196
well taps | 147 | 0.0402
repair buffers | 34 | 0.0749
-- synth_stat cells, drive strengths merged, types with 3 or more instances --
| cell type | number |
|---|---|
| edfxtp | 64 |
| dfrtp | 31 |
| mux4 | 16 |
| mux2 | 14 |
| xnor2 | 8 |
| xor2 | 8 |
| nor2 | 6 |
| buf | 4 |
| ha | 4 |
| nand2 | 4 |
| clkbuf | 3 |
| nand2b | 3 |
-- repair_timing --
| action | CTS | global route |
|---|---|---|
| buffers inserted | 0 | 1 |
| setup endpoints to repair | 0 | 8 |
| gates resized | 0 | 13 |
-- registers in the layout, indices dropped and copies added, names as in the netlist, named ones only --
| register | cells |
|---|---|
| read_to_write.output_o | 4 |
| read_ctr.genblk1.u_counter_1.bin_count_q | 3 |
| Write_cttr.genblk1.u_counter_1.bin_count_q | 3 |
| read_to_write.input2 | 4 |
| Write_cttr.genblk1.u_counter_1.gray_count_q | 2 |
| write_to_read.input2 | 4 |
| read_ctr.genblk1.u_counter_1.gray_count_q | 2 |
| read_ctr.full_empty_o | 1 |
| mem.mem | 64 |
| Write_cttr.full_empty_o | 1 |
| write_to_read.output_o | 4 |
-- metal layers --
metal	GRT usage	vias up	part of all wire
met5	0	-	0
met3	0.0519	5	0.078
li1	-	767	-
met1	0.155	858	0.47
met4	0.0114	0	0.0079
met2	0.150	54	0.45
-- cell usage in the layout (no fill, tap or decap), types with 6 or more instances in the layout --
master / n
buf_4: 10
clkbuf_16: 13
clkdlybuf4s50_1: 21
dfrtp_1: 30
edfxtp_1: 64
mux2_2: 12
mux4_1: 6
mux4_2: 10
nor2_1: 6
xnor2_1: 8
xor2_1: 8
-- metrics by stage --
step / hold WS, ps / power (uW) / TNS, ps / instances / worst slack [ps]
floorplan: 224 / 3490 / 0 / 178 / 677
global placement: 333 / 4050 / 0 / 350 / 284
detailed placement: 336 / 4070 / 0 / 350 / 281
CTS: 347 / 5810 / 0 / 369 / 16.7
global route: 361 / 6190 / -154 / 371 / -35.9
finish: 345 / 5830 / 0 / 371 / 43.1
-- worst max-delay path, delay by kind of cell, from the launching register on --
kind / cells / cell delay, ps
buf+inv: 2 / 550
flops: 1 / 420
mux: 2 / 820
-- cell families after synthesis --
| group | Yosys count | synth area share |
|---|---|---|
| XOR/XNOR | 18 | 0.0506 |
| adder cells (fa/ha/maj) | 4 | 0.0135 |
| AND-OR/OR-AND | 1 | 0.00203 |
| multiplexers | 32 | 0.160 |
| buffers and inverters | 9 | 0.0159 |
| flip-flops | 96 | 0.735 |
| AND/OR/NAND/NOR | 18 | 0.0229 |
-- final timing paths --
check	start	slack, ps	to
max in group clk1	Write_cttr.genblk1.u_counter_1.gray_count_q[3]	590	Write_cttr.genblk1.u_counter_1.bin_count_q[2]
worst min-delay path	read_to_write.input2[1]	340	read_to_write.output_o[1]
min in group asynchronous	w_nrst_i	620	read_to_write.input2[3]
worst max-delay path	read_ctr.genblk1.u_counter_1.bin_count_q[0]	40	r_data_o[1]
min in group clk0	write_to_read.input2[1]	350	write_to_read.output_o[1]
max in group asynchronous	r_nrst_i	1440	read_ctr.genblk1.u_counter_1.bin_count_q[0]
worst max register to register	read_ctr.genblk1.u_counter_1.gray_count_q[3]	560	read_ctr.genblk1.u_counter_1.gray_count_q[2]
worst min register to register	read_to_write.input2[1]	340	read_to_write.output_o[1]
-- power by group through the flow --
stage / clock network, uW / registers, uW / logic, uW
CTS: 1730 / 2300 / 1780
global route: 1790 / 2360 / 2040
finish: 1690 / 2300 / 1830
Power figures rest on the tool's default switching activity, not on a simulated workload.
